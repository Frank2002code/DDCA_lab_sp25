==> design/flow/design.v <==
`timescale 1ns / 1ps
module bad_ALU(input [31:0] a,
               input [31:0] b,
               input [3:0] aluop,
               output [31:0] result,
               output zero);
reg [31:0] slt;
reg [31:0] logicsel;
reg [31:0] alu_val;  
reg [31:0] diff;
wire ss0;  wire ss1; wire Ss2; wire ss3;
assign {ss0,ss1,Ss2,ss3} = aluop;  
always @ (*)
begin
  if (ss1 == 0)
    if (ss0 == 0)
        logicsel = a & b;
    else
        logicsel = a | b;
        else
        if (ss0 == 1)
            logicsel = ~(a | b);
        else
            logicsel = a ^ b;
    end
always @ (aluop, a, b)
    if (aluop == 4'b1010)
    begin
        diff <= a - b;			 
        slt <= 0;				 
        if (diff[31] == 1)
            slt <= 1;			 
    end
always @ (*)
begin
    case (aluop)
        4'b0000 : alu_val = a + b;
        4'b0010 : alu_val = a - b;
        4'b1011 : alu_val = slt;
        default : alu_val = logicsel;
    endcase
end
assign result = alu_val;
assign zero   = (alu_val == 32'b0) ? 1 : 0;
endmodule
==> design/flow/run.sh <==
#!/bin/bash
# OpenROAD 26Q1-2900-gdf79404cd8, Yosys 0.63+post, stock flow scripts
make -C /OpenROAD-flow-scripts/flow DESIGN_CONFIG=/design/flow/config.mk WORK_HOME=/design/flow/orfs finish
==> design/flow/config.mk <==
export PLATFORM = sky130hd
export DESIGN_NAME = bad_ALU
export DESIGN_NICKNAME = bad_ALU
export VERILOG_FILES = /design/flow/design.v
export SDC_FILE = /design/flow/constraint.sdc
export NUM_CORES = 4
export LEC_CHECK = 1
export CORE_UTILIZATION = 30
==> design/flow/constraint.sdc <==
current_design bad_ALU

set clk_period 15.4
set clk_io_pct 0.2

create_clock -name clk0 -period $clk_period

set non_clock_inputs [all_inputs -no_clocks]
set_input_delay [expr $clk_period * $clk_io_pct] -clock clk0 $non_clock_inputs
set_output_delay [expr $clk_period * $clk_io_pct] -clock clk0 [all_outputs]
==> Changelog: implementation <==
### Metrics

- Distinct lib cells: just over 80
- Worst setup endpoint: zero
- Hold/Removal Path Class: input pin to output pin
- CP max stage cell: or4bb_1
- Top cell area share: 0.2142
- Vias in the first global route: 6,268
- Number of unconstrained endpoints: 2
- Final GP Congestion: 0.9739
- Peak VDD IR: approximately 0.013 mV
- Synthesized area per cell: 6.564 um2
- Final count of negative-setup-slack endpoints: 0
- Ys flop type: dlxtn_1
- Top cell type by total area after synthesis: ha_1
- DRT Wirelength: 21,250 um
- DR pass1 iterations: 6
- Critical Path RT: 12,320 ps
- Net switching power: ~0.15 mW
- Mapped Cells: about 880
- Worst slew pin tran: about 720 ps
- CP Launch Point: a[1]
- Outcome: finished clean
- Async SR Flop Fraction: 0
- Area grow syn2layout: 18.26%
- Worst hold slack: just over 7000 ps
- Tool warning count: between 90 and 100
- Core Density at Floorplan: 0.3071
- I/O Pins: 101
- Area reported by Yosys stat: roughly 5800 um2
- Die Y-Extent: around 140 um
- Max Clk Rate: roughly 0.09 GHz
- Tmin final: between 10,000 and 15,000 ps
- Lkg Pwr: 2.918 nW
- Initial DRC count: approximately 560
- Dpl hpwl: roughly 17,000 um
- Synth Warn #: 1
- Clk pwr share: 0
- Share of layout cells above drive strength 1: 0.03957
- Setup bufs post-CTS: 0
- Slew Limit Fails: 0
- Gr usage total: 0.2163
- Core Box Area: about 19,000 um2
- Unrepaired setup endpoints after global routing: false
- Worst setup SP type: input pin
- Critical path cell sequence: clkdlybuf4s50_1 -> inv_1 -> ha_1 -> o21ba_2 -> or4_4 -> a2111oi_0 -> o22ai_1 -> mux2i_1 -> xnor2_1 -> o21ai_0 -> or4bb_1 -> nor4_2 -> nand4b_1 -> nor4_2 -> clkdlybuf4s50_1
- Combinational power share: 0.994
- CP Data Arrival Time: a little under 8000 ps
- Period utilization: 0.7073
- Die area: roughly 20,000 um2
- Cts-stage hold buffer count: 0
- Crit Path Max Fanout: 5
- Vias per cell: roughly 5.6
- Via count: between 6k and 7k
- # diodes: 0
- Final ANT Viol Nets: 0
- Post-synth EDFFs: 0
- Rel. slew slack: 0.5156
- Int Pwr: 0.1121 mW
- Delay of the slowest cell on the worst path: around 620 ps
- Number of synthesized register bits: 2
- CTS resizes: 0
- Net Sw Frac: 0.5671
- First-pass GRT wire length: about 34,000 um
- Overall power: about 0.26 mW
- Cell Pwr Density: approximately 38 nW/um2
- Yosys cell count: around 880
- DRC viols: 0
- Mapped Area: between 5000 and 6000 um2
- Largest cells by area: ha_1 (21%), o21ai_0 (7.4%), a21oi_1 (6.4%)
- Gr ovfl total: 0
- Setup TNS: 0 ps
- Final setup margin: 4507 ps
- Reg power frac: 0.006
- Final Core Density: 0.3632
- Buffers on Ports: 101
- Die width: 140.8 um
- Pin count of the biggest net entering global routing: roughly 65
- Hold Fails Final Rpt: 0
- CP Class: input pin to output pin
- Setup slack at placement: around 4500 ps
- Std cell rows: ~50
- WL/cell: between 15 and 20 um
- Max_cap viols: 0
- CP Capture Type: output pin
- Initial antenna violation count: 0
- Count of unclocked register or latch pins: 2
cells by family (layout without fill, tap and decap cells):
| family | count (synthesis) | after routing | share of synthesized area |
|---|---|---|---|
| AND-OR/OR-AND | 322 | 322 | 0.3639 |
| XOR/XNOR | 26 | 26 | 0.04068 |
| adder cells (fa/ha/maj) | 101 | 101 | 0.2211 |
| buffers and inverters | 153 | 207 | 0.1216 |
| latches | 2 | 2 | 0.005193 |
| multiplexers | 13 | 13 | 0.02553 |
| AND/OR/NAND/NOR | 264 | 264 | 0.2220 |
sequential cells by signal (all words and copies together) (netlist names):
| signal | cells |
|---|---|
| diff | 1 |
| slt | 1 |
cells in the final DEF, fill, tap and decap left out, types with 20 or more instances in the layout:
master,synthesis,final
ha_1,99,99
nand3_1,20,20
clkdlybuf4s50_1,0,100
o21ai_0,86,86
nand2_1,85,85
a21oi_1,74,74
inv_1,97,97
nor2_1,68,68
xnor2_1,24,24
synthesized netlist by cell type (12+ instances only):
library cell and count:
ha_1 99, xnor2_1 24, a211oi_1 14, a21oi_1 74
nor3_1 13, nor4_1 12, nor2_1 68, o21ai_0 86
inv_1 97, nand2_1 85, o31ai_1 17, nand3_1 20
o211ai_1 17, clkbuf_1 34
layer usage:
metal / share of wire / global-route usage / routed length (um) / up-vias
li1: - / - / - / 3287
met1: 0.44 / 0.2935 / 9278 / 3054
met2: 0.46 / 0.3574 / 9718 / 260
met3: 0.068 / 0.02215 / 1447 / 52
met4: 0.038 / 0.07551 / 803 / 0
met5: 0 / 0 / 0 / -
worst max-delay path, delay by kind of cell:
family | cells | cell delay, ps
simple gates | 5 | 1680
buf+inv | 3 | 1180
compound gates | 4 | 1090
fa+ha+maj | 1 | 330
mux | 1 | 280
xor+xnor | 1 | 170
per-stage QoR:
stage,cells,instance area [um2]
final,1195,6839
after detailed placement,1195,6839
after global routing,1195,6839
after CTS,1195,6839
after floorplan,881,5783
after global placement,1195,6839
power groups by stage:
stage	Combinational [mW]	Sequential, mW	Clock [mW]
CTS	0.256	0.00165	0
global route	0.284	0.00170	0
finish	0.257	0.00165	0
worst min path at each step:
stage                 to     start  slack, ps  cells after the start
finish        result[20]  aluop[3]       7180                      4
global route  result[20]  aluop[3]       7260                      4
CTS           result[20]  aluop[3]       7170                      4
layout make-up:
type                            count  area, um2
Tap cell                          260      325.3
Fill cell                        2054      11990
Timing Repair Buffer              109       1066
Sequential cell                     2      30.03
Inverter                           98      367.9
Multi-Input combinational cell    726       5050
Power and IR drop assume default switching activity.
